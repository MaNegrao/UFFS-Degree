## design/flow/constraint.sdc

```tcl
current_design si4

set clk_period 4.9
set clk_io_pct 0.2

create_clock -name clk0 -period $clk_period [get_ports {CLOCK_50}]

set non_clock_inputs [all_inputs -no_clocks]
set_input_delay [expr $clk_period * $clk_io_pct] -clock clk0 $non_clock_inputs
set_output_delay [expr $clk_period * $clk_io_pct] -clock clk0 [all_outputs]
```

## design/flow/design.v

```verilog
module si4(
    input CLOCK_50,
    input [3:0] KEY,
    input [9:0] SW,
    output [7:0]LEDG,
    output [9:0]LEDR    
);
reg [27:0]cont=0;
reg l0=0;
reg l1 = 0;
reg l2 = 0;
reg l3 = 0;
reg l4 = 0;
reg l5 = 0;
reg l6 = 0;
reg l7 = 0;
assign LEDR[0] = l0;
assign LEDR[1] = l1;
assign LEDR[2] = l2;
assign LEDR[3] = l3;
assign LEDR[4] = l4;
assign LEDR[5] = l5;
assign LEDR[6] = l6;
assign LEDR[7] = l7;
always @(posedge  CLOCK_50) begin
    cont = cont + 1;
    if(cont == 33554432)begin
        l0 = ~l0;
    end
    if(cont == 67108854)begin
        l1 = ~l1;
    end
    if(cont == 100663296)begin
        l2 = ~l2;
    end
    if(cont == 134217728)begin
        l3 = ~l3;
    end
    if(cont == 167772160)begin
        l4 = ~l4;
    end
    if(cont == 201326592)begin
        l5 = ~l5;
    end
    if(cont == 234881024)begin
        l6 = ~l6;
    end
    if(cont == 268435456)begin
        l7 = ~l7;
    end
end
endmodule
```

## design/flow/run.sh

```bash
#!/bin/bash
# OpenROAD 26Q1-2900-gdf79404cd8, Yosys 0.63+post, stock flow scripts
make -C /OpenROAD-flow-scripts/flow DESIGN_CONFIG=/design/flow/config.mk WORK_HOME=/design/flow/orfs finish
```

## design/flow/config.mk

```make
export PLATFORM = sky130hd
export DESIGN_NAME = si4
export DESIGN_NICKNAME = si4
export VERILOG_FILES = /design/flow/design.v
export SDC_FILE = /design/flow/constraint.sdc
export NUM_CORES = 4
export LEC_CHECK = 1
export CORE_UTILIZATION = 30
```

==> design notes <==
For the via count of the first global-routing pass, the log shows 1401. After synthesis, the most frequently instantiated cells are dfxtp_1 (28), buf_4 (19), inv_1 (17). The most critical hold endpoint after final layout shows a slack of 0.475 ns. Per the timing report, the most critical flop-to-flop path finishes at l6. The most common cell in the synthesized netlist is dfxtp_1. The cts-stage hold buffer count was 0; the number of cell instances on the worst register-to-register path was 7. The logs give 0 for the overflow left after global routing and 0 for the total count of max-transition violations in the final report. The top achievable clock speed was 296 MHz.

The number of buffers created by CTS was 5; the total tool warning count was 41. The power after layout came out at 0.000486 W. The minimum period implied by the final worst setup slack came out at 3.38 ns. Per Yosys stat, the portion of area used by sequential elements is 37.7%. A synthesized cell averages 9.13 sq um.

The horizontal die size came out at 84.6 microns. The tools report the logic area as 1070 sq um. In this run the tool buffered the top-level ports with 7 buffer cells. The largest driver fanout on the critical path is 13.

The slew at the pin closest to its max-slew limit came out at 0.656 ns. The run gives 2040 sq um as the post-synthesis instance area. The chip occupies 7150 sq um. The run gives 84.6 microns for the vertical extent of the die. The run gives 0 as the number of design rule violations left after detail routing. The clock-pin slew of the registers on the worst-case setup and hold paths was 0.06 ns; the cell row count was 29.

The worst setup path is launched from a register. Per the gpl log, the routability congestion estimate is 0.847. Per the detail_route report, vias per standard cell equal 5.00. For this run, asynchronously set or reset flops after synthesis account for 0%.

OpenSTA lists the critical path startpoint as cont[0]. Counting the warning lines in the Yosys log gives 11. The netlist uses 47 different library cells.

The fraction of final layout cells with drive strength greater than 1 was 9.82%; the worst-case headroom to the max-slew limit was 55.8%. The worst setup path is of the register to register kind. For this run the detailed placement stage logged an HPWL of 2.86 mm. The tool flagged a number of max-cap violations equal to 0. For reference, the final report shows the hold violation count at 0.

The initial antenna violation count is 0. The tools report the cell at the root of the clock tree as clkbuf_8. Per the timing report, the most critical flop-to-flop path originates at cont[0]. For the post-synth area from yosys stat, the log shows 2040 sq um. The count of library flops with an enable pin was 7. The via count of the routed design was 1506; the ratio of total power to cell area was 225 nW/um^2.

The endpoint required time on the critical path is 4.85 ns, and the total I/O pin count is 33. The tools report the count of final setup violators as 0. Per the Yosys statistics, synthesis produced 224 cells.

In this run the layout overhead on the synthesized area is reported as 5.45%. Per the skew report, the later register of the worst-skew pair sees a clock latency of 0.29 ns. After routing, the total negative slack on setup checks comes to 0 ns. The leakage component of the power was reported as 0.798 nW. The core utilization before placement is 31.7%. The data arrival time at the worst-slack endpoint is 3.33 ns, and the clock tree buffer depth is 2.

The number of antenna diodes in the final layout is 0. Per the detailed-route log, wirelength across all metal layers totals 3.90 mm. The run gives 0 as the post-cts resize count. In the post-synthesis netlist, the biggest area contributors are dfxtp_1 (27%), edfxtp_1 (10%), buf_4 (7.0%), xnor2_1 (3.9%), xor2_1 (3.9%). The run gives 35 as the total clock sinks.

In this run the register-to-register setup slack is 1.52 ns. Across the routed clock network, the largest skew measured is 0.0104 ns. The filler cell count is 671.

TritonCTS built the clock tree. With the largest net degree at the start of global routing at 14, the top-area cell type share of the netlist area is 27.4%. The run gives 11.4% as the overall track demand over capacity in global routing. The remaining number of nets flagged by the antenna check after routing came out at 0. The H-tree was split into 2 levels. According to the floorplan report, the placeable core area is 6460 sq um. End point of the critical path: l6. The number of violations reported at the end of detailed-routing iteration 0 was 63; the average routed wire per standard cell was 12.9 microns. The wire length of the first global-routing pass came out at 6.56 mm. Summed over all instances, the cell type with the most area after synthesis is dfxtp_1. The run finished with clean final reports. Post-synth the commonest register cell is dfxtp_1. The worst setup path is captured at a register.

The classification of the worst-slack hold path was register to register. Setup repair after global routing left no endpoint under its margin. The cell count after synthesis came out at 224. The post-layout period usage of the worst path was 68.9%; the storage element area was 771 sq um.

Once synthesis finished, the tally of register bits stood at 35. The tools report the maximum VDD drop as 0.0769 mV. The iteration count recorded for the first detailed-route pass is 4. The number of buffers inserted by post-CTS setup repair was 0.
==> critical path: stages, from the launching register on <==
cell and delay, ns:
dfxtp_1 0.45, ha_1 0.31, nand4_2 0.32, or3_1 0.61, nor4_1 0.27, xnor2_1 0.26
nand4_1 0.38, nor4b_1 0.44
==> cells in the final DEF, fill, tap and decap left out, types with 6 or more instances in the layout <==
| cell | Yosys | routed |
|---|---|---|
| nand2_1 | 16 | 16 |
| clkdlybuf4s50_1 | 0 | 7 |
| nor3_1 | 7 | 7 |
| nor4_1 | 12 | 12 |
| nand4_1 | 11 | 11 |
| nand3_1 | 14 | 14 |
| xor2_1 | 9 | 9 |
| dfxtp_1 | 28 | 28 |
| xnor2_1 | 9 | 9 |
| edfxtp_1 | 7 | 7 |
| inv_1 | 17 | 17 |
| conb_1 | 1 | 11 |
| nor4_2 | 6 | 6 |
==> worst min path at each step <==
stage	end	slack, ns	from	depth (start not counted)
CTS	cont[0]	0.48	cont[0]	1
global route	cont[0]	0.51	cont[0]	1
finish	cont[0]	0.47	cont[0]	1
==> logic make-up after synthesis <==
logic type	synth area share [%]
muxes	1.47
adders and majority gates	1.84
xor gates and xnor gates	8.51
other	0.183
buffers and inverters	11.6
AOI/OAI and AO/OA	7.04
and+or+nand+nor	31.7
DFF	37.7
==> sequential cells by signal, indices dropped and copies added (netlist names) <==
signal	flops
l5	1
l3	1
l1	1
l2	1
l6	1
cont	28
l0	1
l4	1
==> area by class of cell <==
class                   count  share of cell area, %
multi-input cells         157                   49.9
flip-flops and latches     35                   35.8
well taps                  77                   4.47
clock buffers               6                   3.37
repair buffers              7                   3.25
inverters                  17                   2.96
clock inverters             2                  0.348
==> layer usage <==
metal	wire [microns]	GRT usage (%)	vias to the layer above
li1	-	-	785
met2	1600	17.1	32
met1	2050	17.5	679
met3	112	1.89	10
met4	131	3.08	0
met5	0	0	-
==> stage by stage <==
stage,std cells,utilization [%],setup WS [ns],cell area [sq um]
after floorplan,234,-,2.15,2080
after global placement,293,32.1,1.55,2080
after detailed placement,293,32.1,1.56,2080
after CTS,301,33.4,1.52,2160
after global routing,301,33.4,1.22,2160
final,301,33.4,1.52,2160
==> power breakdown <==
part           internal, W  switching, W     total, W
logic                    0   0.000000128  0.000000129
clock network    0.0000968     0.0000969     0.000194
registers         0.000292             0     0.000292
total             0.000389     0.0000970     0.000486
No activity file was given, so power comes from the tool's default toggle rates.
