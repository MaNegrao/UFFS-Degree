File: flow/run.sh
#!/bin/bash
# OpenROAD 26Q1-2900-gdf79404cd8, Yosys 0.63+post, stock flow scripts
make -C /OpenROAD-flow-scripts/flow DESIGN_CONFIG=/design/flow/config.mk WORK_HOME=/design/flow/orfs finish
File: flow/config.mk
export PLATFORM = sky130hd
export DESIGN_NAME = si3
export DESIGN_NICKNAME = si3
export VERILOG_FILES = /design/flow/design.v
export SDC_FILE = /design/flow/constraint.sdc
export NUM_CORES = 4
export LEC_CHECK = 1
export CORE_AREA = 10 10 85 85
export DIE_AREA = 0 0 95 95
File: flow/constraint.sdc
current_design si3

set clk_period 3.9
set clk_io_pct 0.2

create_clock -name clk0 -period $clk_period [get_ports {CLOCK_50}]

set non_clock_inputs [all_inputs -no_clocks]
set_input_delay [expr $clk_period * $clk_io_pct] -clock clk0 $non_clock_inputs
set_output_delay [expr $clk_period * $clk_io_pct] -clock clk0 [all_outputs]
File: flow/design.v
module si3(
    input CLOCK_50,
    input [3:0] KEY,
    input [9:0] SW,
    output [7:0]LEDG,
    output [9:0]LEDR    
);
reg [25:0]cont=0;
reg l=0;
assign LEDR = l;
always @(posedge  CLOCK_50) begin
    cont = cont + 1;
    if(cont == 0)begin
        l = ~l;
    end
end
endmodule
==> run summary <==
run results: cell area after synthesis=1510 um^2, maximum clock rate=335 MHz, Final Setup Violations=0, startpoint of the tightest hold check path=cont[0], maximum buffer depth of the clock tree=2, sequential fraction of the synthesis area=36.6%, layout cell share with drive strength beyond 1=11.3%, status=finished, final reports clean, number of pins exceeding their max-slew limit in the final report=0, quantity of gates resized following cts=0, fraction of registers with async set/reset=0%, endpoint class of the critical path=register, global routing usage on met1=under 10%, Post-synth EDFFs=1, flops & latches, synth=27, depth of the CTS H-tree=1, post-synthesis mux area share=2.08%, static leakage=around 0.00054 uW, largest net degree at the start of global routing=15, met2 usage=8.18%, worst rel slew slack=roughly half, vias in the first global route=935, TritonRoute pass-1 iters=3, YS chip area=between 1500 and 2000 um^2, final period demand of the worst path=2.98 ns, chip area=9030 um^2, worst-case register-to-register setup slack=a little over 0.9 ns, number of remaining DRC errors=0, Hold-fix buffers, CTS=0, Routed Antenna Nets=0, antenna violations before repair=0, Slew @ Worst Pin=around 0.73 ns, worst reg-to-reg path cell count=7, Vias/cell=4.27, global-route wire length before repair=slightly above 4000 um, Placement Rows=27, Vias=987, WL/cell=10.4 um, top library cells by usage in the layout, fill and taps aside=sky130_fd_sc_hd__dfxtp_1, sky130_fd_sc_hd__xnor2_1, sky130_fd_sc_hd__conb_1, Setup WS pre-CTS=0.935 ns, Crit Reg-Reg Startpoint=cont[0], tally of unique sky130hd cells used after synthesis=42, area overhead of the layout relative to synthesis=3.32%, quantity of I/O buffers inserted on ports=1, Worst setup SP type=register, post-route setup slack=0.916 ns, filler instances=579, number of cells traversed by the worst hold path=1, routed wire length=2390 um, Top Usage Layer GRT=met2, Dominant flop cell=sky130_fd_sc_hd__dfxtp_1, GRT Residual Overflow=0, max-cap violation count=0, PwrDens=278 nW/um^2, adder and majority gate portion of the synthesized area=less than 1%, M3 GR Usage=1.28%, die width=95 um, routability-driven placement congestion ratio=0.816, setup repair after global routing missed its margin=no, Worst EP required=3.87 ns, Hold Path Class=register to register, final period utilization=around 77%, xor and xnor fraction of the mapped netlist area=between 10% and 20%, top logic cell by instance count in the layout=sky130_fd_sc_hd__dfxtp_1, Crit Path Max Fanout=7, endpoint of the most critical register-to-register path=l, clock sink count=27, Cells after Synth=160, count of warnings emitted by yosys=9, Worst EP arrival=2.95 ns, core outline area=5470 um^2, total negative slack for setup checks=0 ns, warning total across the stage logs=39, Late-Pin Clk Latency=0.26 ns, Final Hold Violation Tally=0, utilization after layout=28.4%, post-synthesis area per instance=around 9.4 um^2, final HPWL from detailed placement=roughly 1800 um, root buffer cell=sky130_fd_sc_hd__clkbuf_8, Min-Delay Endpoint=cont[0], antenna diode count=0, maximum VDD drop=0.000169 V, Largest logic family=simple AND/OR/NAND/NOR gates, total setup buffers inserted after CTS=0, Initial Utilization=27.5%, Compound Share, Synth=6.48%, Total Routing Usage GR=5.45%, number of design-rule violations left by the first detailed-router iteration=27, yosys cell count=160, vertical die size=95 um, area fraction in and, or, nand and nor cells after synthesis=27.3%, I/O pin total=33, Clock Pin Slew Worst Setup and Hold Paths=0.09 ns, startpoint-to-endpoint class of the critical path=register to register, CTS buffer count=3, worst clock skew=0.00162 ns, TritonCTS clock tree=yes
[critical path, stage by stage, from the launching register on]
cell,delay (ns)
sky130_fd_sc_hd__dfxtp_1,0.45
sky130_fd_sc_hd__ha_1,0.32
sky130_fd_sc_hd__nand3_2,0.19
sky130_fd_sc_hd__nor4_1,0.59
sky130_fd_sc_hd__nand3_1,0.17
sky130_fd_sc_hd__xnor2_1,0.17
sky130_fd_sc_hd__or4_1,0.55
sky130_fd_sc_hd__nor4_2,0.24
[worst max path at each step]
stage	start	endpoint	slack [ns]	depth (start not counted)
finish	cont[0]	l	0.92	7
global route	cont[0]	l	0.75	7
CTS	cont[0]	l	0.92	7
[cell families after synthesis]
| kind of cell | Yosys count |
|---|---|
| fa+ha+maj | 1 |
| buf+inv | 26 |
| compound gates | 13 |
| xor+xnor | 26 |
| mux | 3 |
| other cells | 1 |
| flops | 27 |
| simple gates | 63 |
[final cells by class]
cell class	count	area [um^2]	area share, %
inverters	4	15.0	0.965
repair buffers	1	10.0	0.644
well taps	72	90.1	5.79
clock buffers	4	45.0	2.90
multi-input cells	123	845	54.3
flip-flops and latches	27	551	35.4
[state kept, by name (all words and copies together), names as in the netlist]
signal and count:
l 1, cont 26
[cell usage after synthesis (4+ instances only)]
library cell              count  area share [%]
sky130_fd_sc_hd__buf_4       19             9.5
sky130_fd_sc_hd__dfxtp_1     26              35
sky130_fd_sc_hd__inv_1        4             1.0
sky130_fd_sc_hd__nand2_1     10             2.5
sky130_fd_sc_hd__nand3_1     12             4.0
sky130_fd_sc_hd__nand4_1      5             2.1
sky130_fd_sc_hd__nor2_1       5             1.2
sky130_fd_sc_hd__nor3_1       6             2.0
sky130_fd_sc_hd__xnor2_1     18              10
sky130_fd_sc_hd__xor2_1       8             4.7
[metal layers]
metal | up-vias | wire length (um)
li1 | 532 | -
met1 | 439 | 1310
met2 | 14 | 988
met3 | 2 | 82
met4 | 0 | 17
met5 | - | 0
[per-stage QoR]
| step | cell area (um^2) | hold WS, ns | instances | total power, uW |
|---|---|---|---|---|
| after floorplan | 1570 | 0.413 | 176 | 295 |
| after global placement | 1510 | 0.435 | 227 | 285 |
| after detailed placement | 1510 | 0.439 | 227 | 285 |
| after CTS | 1560 | 0.461 | 231 | 442 |
| after global routing | 1560 | 0.488 | 231 | 453 |
| final | 1560 | 0.468 | 231 | 432 |
[power breakdown]
part	internal, uW	switching, uW
Clock	73.0	81.5
Sequential	277	0
Combinational	0	0.889
Total	350	82.4
Power and IR drop assume default switching activity.
